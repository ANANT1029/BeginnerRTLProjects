[flow/design.v]
module updowncounter(
input clk, rst, updown,
output reg [3:0] count  
);
always @(posedge clk or posedge rst) begin 
if (rst)
count <= 4'b0000;
else if (updown)
count <= count +1;
else 
count <= count -1;
end 
endmodule 
[flow/run.sh]
#!/bin/bash
# OpenROAD 26Q1-2900-gdf79404cd8, Yosys 0.63+post, stock flow scripts
make -C /OpenROAD-flow-scripts/flow DESIGN_CONFIG=/design/flow/config.mk WORK_HOME=/design/flow/orfs finish
[flow/config.mk]
export PLATFORM = sky130hd
export DESIGN_NAME = updowncounter
export DESIGN_NICKNAME = updowncounter
export VERILOG_FILES = /design/flow/design.v
export SDC_FILE = /design/flow/constraint.sdc
export NUM_CORES = 4
export LEC_CHECK = 1
export CORE_AREA = 10 10 70 70
export DIE_AREA = 0 0 80 80
[flow/constraint.sdc]
current_design updowncounter

set clk_period 2.1
set clk_io_pct 0.2

create_clock -name clk0 -period $clk_period [get_ports {clk}]

set non_clock_inputs [all_inputs -no_clocks]
set_input_delay [expr $clk_period * $clk_io_pct] -clock clk0 $non_clock_inputs
set_output_delay [expr $clk_period * $clk_io_pct] -clock clk0 [all_outputs]
==> flow_summary.toml <==
# generated from flow reports
[synthesis]
postSynthSeqShare_pct = 50.3
netlist_instances = 15
syn_area_um2 = 199
synth.distinct_cells = 8
yosysCellCount = 15
avgSynthCellArea_um2 = 13.3
ys.flops = 4
yosys-stat-area_um2 = 199
yosysWarnings = 1

[clocking]
ctsLongestPathBuffers = 2
post-cts-setup-buffers = 0
clkSinkCount = 4
path_clk_slew_ns = 0.04
cts_tree = "done"
cts_buffers = 3
post_cts_resized = 0
clockRootBuffer = "clkbuf_4"
insertion_delay_ns = 0.23
hold_buffers = 0
htree_levels = 1

[setup_path]
worst_ep_required_time_ns = 2.26
crit_chain = "clkdlybuf4s50_1 -> inv_1 -> ha_1 -> a21o_1 -> a21oi_2 -> xnor2_1"
r2r-end = "count[3]"
arrival_ns = 1.76
crit_type = "in -> reg"
cp-start-kind = "input port"
cp_slowest_cell = "clkdlybuf4s50_1"
r2r_setup_slack_ns = 0.90
end_kind = "flip-flop"
r2r_start = "count[1]"
cp_max_fo = 3
worstRegToRegCells = 4
slowest_delay_ns = 0.50

[route]
viasPerCell = 1.96
drt_iter0_drc = 2
vias = 137
dr.pass1.iters = 2
drc = 0
antennaDiodeCount = 0
ant_nets = 0
wl_um = 416
avgRoutedWirePerCell_um = 5.94

[layout]
drive_gt1_share_pct = 16.7
regMostFlops = "count"
fin_area_um2 = 339
largest_reg_flops = 4
final_cells = 70
reg_top3 = "count x4"
area_delta_synth_final_pct = 70.4

[status]
status = "complete, no violations"

[final_timing]
slew_violations = 0
finalHoldViolations = 0
rsz0062_at_grt = "no"
worstMarginPinSlew_ns = 0.184
worst_slew_margin_rel_pct = 87.6
fin_setup_tns_ns = 0
min_period_ns = 1.61
clock_skew_ns = 0.000328
setup_viol = 0
fin_crit_sh_pct = 76.5
fmax_ghz = 0.623

[floorplan]
core_mm2 = 0.00342
die_h_um = 80
ios = 7
die_w_um = 80
fp.dieArea_mm2 = 0.00640
num_rows = 21
fp_util_pct = 5.82

[grt]
grt_usage_pct = 1.63
gr-total-overflow = 0
grt_pass1_wl_um = 731
grt_pass1_vias = 147
antenna_found_initial = 0
grt_max_degree = 5

[place]
place.gp.congestion = 0.748
dp_cells = 67
dpl_cell_area_um2 = 317
portBuffers = 6

[power_and_ir_drop]
leakagePower_nw = 0.141
powerDensity_mw_per_mm2 = 1100
irDropWorstVdd_v = 0.000170

[flow_run]
warnings = 25
max_cap_violations = 0

[hold_path]
hp-class = "in -> async"
[cells by family (layout without fill, tap and decap cells)]
group / Yosys count / in the layout / share of synthesized area, %
AND-OR/OR-AND: 2 / 2 / 8.18
XOR/XNOR: 3 / 3 / 13.2
adder cells (fa/ha/maj): 3 / 3 / 22.6
buffers and inverters: 3 / 12 / 5.66
flip-flops: 4 / 4 / 50.3
[critical path: cells and delay by family]
kind	cells	cell delay, ns
buffers and inverters	2	0.60
adders and majority gates	1	0.30
xor gates and xnor gates	1	0.12
AOI/OAI and AO/OA	2	0.33
[metrics by stage]
step / power [mW] / setup WS, ns / hold WS (ns) / util, %
floorplan: 0.204 / 0.832 / 0.186 / -
global placement: 0.281 / 0.266 / 0.493 / 9.27
detailed placement: 0.285 / 0.244 / 0.510 / 9.27
CTS: 0.383 / 0.492 / 0.374 / 9.93
global route: 0.416 / 0.371 / 0.390 / 9.93
finish: 0.372 / 0.494 / 0.372 / 9.93
[report_power, final]
group,leakage (nW),total (mW),switching [mW],internal [mW]
sequential,0.0496,0.131,0.0218,0.109
clock,0.0138,0.0938,0.0300,0.0638
combinational,0.0781,0.147,0.0466,0.100
[layer usage]
layer | GRT usage (%) | part of all wire (%) | vias to the layer above
met5 | 0 | 0 | -
met4 | 0.176 | 0 | 0
met3 | 2.84 | 31 | 0
met2 | 1.20 | 27 | 10
met1 | 1.95 | 42 | 61
li1 | - | - | 66
[final cells by class]
cell class	count	area, um2
well taps	46	57.6
repair buffers	6	60.1
inverters	3	11.3
fillers	406	3080
clock buffers	3	22.5
multi-input cells	8	87.6
flip-flops and latches	4	100
[cell usage in the layout, fill, tap and decap left out]
cell             instances
a21o_1                   1
a21oi_2                  1
clkbuf_4                 3
clkdlybuf4s50_1          6
dfrtp_1                  4
fa_1                     1
ha_1                     2
inv_1                    3
xnor2_1                  2
xor2_1                   1
[synthesized netlist by cell type]
master | instances | area [um2]
xor2_1 | 1 | 8.76
a21o_1 | 1 | 7.51
xnor2_1 | 2 | 17.5
fa_1 | 1 | 20.0
dfrtp_1 | 4 | 100
a21oi_2 | 1 | 8.76
ha_1 | 2 | 25.0
inv_1 | 3 | 11.3
[worst max path at each step]
stage / from / endpoint / slack (ns) / depth (start not counted)
4_1_cts: updown / count[3] / 0.49 / 6
5_1_grt: updown / count[3] / 0.37 / 6
6_report: updown / count[3] / 0.49 / 6
Power figures rest on the tool's default switching activity, not on a simulated workload.
