==> design.v <==
module comparator4bit(
input[3:0] A,
input[3:0] B,
output AgtB,
output AltB,
output AeqB
);
assign AgtB = (A > B);
assign AltB = (A < B);
assign AeqB = (A == B);
endmodule
==> run.sh <==
#!/bin/bash
# OpenROAD 26Q1-2900-gdf79404cd8, Yosys 0.63+post, stock flow scripts
make -C /OpenROAD-flow-scripts/flow DESIGN_CONFIG=/design/flow/config.mk WORK_HOME=/design/flow/orfs finish
==> config.mk <==
export PLATFORM = sky130hd
export DESIGN_NAME = comparator4bit
export DESIGN_NICKNAME = comparator4bit
export VERILOG_FILES = /design/flow/design.v
export SDC_FILE = /design/flow/constraint.sdc
export NUM_CORES = 4
export LEC_CHECK = 1
export CORE_AREA = 10 10 70 70
export DIE_AREA = 0 0 80 80
==> constraint.sdc <==
current_design comparator4bit

set clk_period 1.8
set clk_io_pct 0.2

create_clock -name clk0 -period $clk_period

set non_clock_inputs [all_inputs -no_clocks]
set_input_delay [expr $clk_period * $clk_io_pct] -clock clk0 $non_clock_inputs
set_output_delay [expr $clk_period * $clk_io_pct] -clock clk0 [all_outputs]
==> results.toml <==
# flow metrics
[sta]
worst_pin_slew_ns = 0.135
finalClockPeriodUsage_pct = 93.5
final-hold-violation-count = 0
max_freq_ghz = 0.594
post-route-min-period_ns = 1.68
drv_slew = 0
whs_ns = 1.17
slew-limit-headroom_pct = 91.0
rsz0062_at_grt = "false"
tns_ns = 0
setup_viol = 0

[synthesis]
synth_chip_area_um2 = 129
synth_area_per_cell_um2 = 8.05
yosys-top-cells-area = "ha_1 39%, o21bai_4 15%, inv_1 12%"
synth.cell_area_um2 = 129
fa_ha_area_share_pct = 38.8
yosys.area_share.simple_pct = 24.3
ys_sh_aoi_pct = 25.2
synth.distinct_cells = 9
yosys_warnings = 0
synth-xor-area-share_pct = 0
yosysSeqAreaShare_pct = 0
yosys_cells = 16
yosysTopAreaCell = "ha_1"
synth.top_cell.area_share_pct = 38.8
mux_share_pct = 0
top_logic_kind = "adder cells"
netlist_instances = 16

[global_routing]
grt_pass1_wl_um = 848
antenna_found_initial = 1
grt_pass1_vias = 176
gr-total-overflow = 0
grt_usage_pct = 1.62
grt_max_degree = 3

[floorplan]
fp_util_pct = 3.77
io_pins = 11
die_h_um = 80
core_um2 = 3420
row_count = 21
die_w_um = 80
dieArea_um2 = 6400

[cells_and_area]
final_cell_mix = "6 x clkbuf_2, 4 x inv_2, 4 x ha_4"
fin_util_pct = 10.3
logic_area_um2 = 175
layout_top_cell = "clkbuf_2"
num-fill-cells = 402
fin_area_um2 = 350
design.seq.count = 0
drive_gt1_share_pct = 87.1
n_clock_buffer = 0
regArea_um2 = 0
syn_to_final_growth_pct = 172

[detailed_routing]
wl_per_cell_um = 7.26
drtPass1Iterations = 2
drt_wl_total_um = 566
detail_route.vias_per_cell = 2.14
ant_nets = 0
vias = 167
drc_errors = 0
drt-initial-drc-count = 3

[worst_setup_path]
worstPathRequired_ns = 1.44
crit_path_start_kind = "primary input"
cp-end-kind = "primary output"
path_class = "primary input to primary output"
critPathMaxFanout = 2
cp.arrival_ns = 1.32

[placed_design]
dp_hpwl_um = 426
place_area_um2 = 297
gp_congestion = 0.608
portBuffers = 11

[run_status]
status = "finished clean"

[min_path]
hp-class = "primary input to primary output"

[pwr]
p_leak_nw = 0.145
power_mw = 0.0819
irDropWorstVdd_mv = 0.0325
power_density_nw_per_um2 = 234

[job]
maxCapViolations = 0
warnings = 32
## what timing repair did
| item | 4_1_cts | 5_1_grt |
|---|---|---|
| hold buffers | 0 | 0 |
| hold endpoints to repair | 0 | 0 |
| buffers inserted | 4 | 0 |
| gates resized | 32 | 10 |
| endpoints found under the setup margin | 3 | 1 |
| pin swaps | 8 | 2 |
## worst paths after layout
check  from    to  slack [ns]  cells after the start
max    B[0]  AgtB        0.12                      7
min    A[3]  AgtB        1.17                      5
## metal layers
layer / global-route usage, % / share of wire (%) / vias to the layer above
li1: - / - / 84
met5: 0 / 0 / -
met3: 0.909 / 15 / 0
met4: 0 / 0 / 0
met1: 1.98 / 39 / 76
met2: 2.57 / 46 / 7
## critical path: stages
cell           delay (ns)
dlygate4sd2_1        0.26
ha_4                 0.17
nor2b_4              0.12
o21bai_4             0.08
buf_6                0.12
a21oi_2              0.11
buf_2                0.11
## layout make-up
cell class	count	share of cell area [%]
Multi-Input combinational cell	12	50.0
Timing Repair Buffer	15	28.6
Tap cell	46	16.4
Inverter	4	4.29
Antenna cell	1	0.714
## logic make-up (layout without fill, tap and decap cells)
kind of cell | after synthesis | in the layout
AND-OR/OR-AND | 3 | 3
adder cells (fa/ha/maj) | 4 | 4
buffers and inverters | 4 | 19
other | 0 | 1
AND/OR/NAND/NOR | 5 | 5
## per-stage QoR
step | std cells | worst slack [ns]
3_5_place_dp | 73 | -0.572
2_1_floorplan | 16 | 0.445
4_1_cts | 77 | 0.0108
5_1_grt | 77 | 0.0446
6_report | 78 | 0.117
3_3_place_gp | 73 | -0.570
## power breakdown
group | switching, mW | total [mW] | leakage (nW) | internal, mW
Combinational | 0.0322 | 0.0819 | 0.145 | 0.0497
Clock | 0 | 0.0000000742 | 0.00000634 | 0.0000000742
Sequential | 0 | 0 | 0 | 0
## Yosys cell counts
library cell,count
ha_1,4
inv_1,4
nand2_1,2
a21oi_1,1
a21oi_2,1
and2_1,1
nor2_1,1
nor2b_4,1
o21bai_4,1
Power figures rest on the tool's default switching activity, not on a simulated workload.
